==> flow/design.v <==
`timescale 1ns / 1ps
module fsm (input [3:0] Bin, input clk, reset, output [3:0] Bout);
reg [26:0] count = 1;
reg [1:0] state, next_state;
wire [3:0] string;
reg [3:0] out = 4'b0000;
parameter S_0 = 2'b00, S_1 = 3'b01, S_2 = 3'b10, S_3 = 3'b11;
always @(posedge clk or negedge reset) begin
    if (reset == 1'b0) state <= S_0;
    else state <= next_state;
end
always @(state or Bin) begin
    case (state)
        S_0: case (Bin)
            4'b0001: next_state = S_0;
            4'b0010: next_state = S_1;
            4'b0100: next_state = S_2;
            4'b1000: next_state = S_3;
            default: next_state = S_0;
        endcase
        S_1: case (Bin)
            4'b0001: next_state = S_0;
            4'b0010: next_state = S_1;
            4'b0100: next_state = S_2;
            4'b1000: next_state = S_3;
            default: next_state = S_1;
        endcase
        S_2: case (Bin)
            4'b0001: next_state = S_0;
            4'b0010: next_state = S_1;
            4'b0100: next_state = S_2;
            4'b1000: next_state = S_3;
            default: next_state = S_2;
        endcase
        S_3: case (Bin)
            4'b0001: next_state = S_0;
            4'b0010: next_state = S_1;
            4'b0100: next_state = S_2;
            4'b1000: next_state = S_3;
            default: next_state = S_3;
        endcase
    endcase
end
    assign string = 4'b0011;
always@(posedge clk)begin
    count <= count + 1;
    if(count == 125000000) begin
        case (state)
            S_0: out <= string;
            S_1: out <= {out[2:0],out[3]};
            S_2: out <= {out[0],out[3:1]};
            S_3: out <= out;
            default: out <= string;
        endcase
        count <= 1;
    end
end
    assign Bout = out;
endmodule
==> flow/run.sh <==
#!/bin/bash
# OpenROAD 26Q1-2900-gdf79404cd8, Yosys 0.63+post, stock flow scripts
make -C /OpenROAD-flow-scripts/flow DESIGN_CONFIG=/design/flow/config.mk WORK_HOME=/design/flow/orfs finish
==> flow/config.mk <==
export PLATFORM = sky130hd
export DESIGN_NAME = fsm
export DESIGN_NICKNAME = fsm
export VERILOG_FILES = /design/flow/design.v
export SDC_FILE = /design/flow/constraint.sdc
export NUM_CORES = 4
export LEC_CHECK = 1
export CORE_AREA = 10 10 112 112
export DIE_AREA = 0 0 122 122
==> flow/constraint.sdc <==
current_design fsm

set clk_period 3.8
set clk_io_pct 0.2

create_clock -name clk0 -period $clk_period [get_ports {clk}]

set non_clock_inputs [all_inputs -no_clocks]
set_input_delay [expr $clk_period * $clk_io_pct] -clock clk0 $non_clock_inputs
set_output_delay [expr $clk_period * $clk_io_pct] -clock clk0 [all_outputs]
==> out/metrics.yaml <==
ant_nets: 0
crit_buf_inv: 0
arrival_ns: 1.94
peakVddDrop_uv: 197
wl_met1_um: 1750
yosys.area.top_type: "dfxtp_1"
die-width_um: 122
fmax_mhz: 495
drv_cap: 0
finalInstanceArea_sq_um: 2020
reg2regPathDepth: 3
routedWlPerCell_um: 10.3
holdCritPathClass: "reg2reg"
setup_tns_ns: 0
ys_types: 47
worst_clock_skew_ns: 0.00931
flop_cell: "dfxtp_1"
fin_crit_ns: 2.02
clk_latency_ns: 0.28
cp_slowest_cell: "nor3_1"
path_max_fanout: 8
dp.cells: 317
power_mw: 0.808
num_rows: 37
finalCritPeriodShare_pct: 53.2
synth.area.mux_share_pct: 1.75
wl_met3_um: 225
pre_cts_ws_ns: 1.70
cts.sinks: 35
postSynthSeqShare_pct: 44.4
fp_util_pct: 16.8
critPathTopFamily: "simple AND/OR/NAND/NOR gates"
cpPeakStageDelay_ns: 0.56
post-route-worst-setup-slack_ns: 1.78
ys_cells: 181
adder_share_pct: 1.46
ctsLongestPathBuffers: 2
synth_flops: 35
path_cells: "nor4b_1 -> nand4_1 -> nor3_1"
cts_tree: "built"
fp.dieH_um: 122
grt_usage_pct: 4.50
antenna_found_initial: 0
yosys_area_sq_um: 1720
highest_layer: "met4"
coreArea_sq_um: 10200
drtIter0Drc: 112
drt_wl_total_um: 3350
synthTopCellsByCount: "dfxtp_1 (27), o21ai_0 (14), nand3_1 (12), xnor2_1 (12), nor2_1 (11)"
power_density_nw_per_um2: 400
ys_sh_simple_pct: 26.3
slew_headroom_pct: 41.3
dr_wl_met2_um: 1340
place_congestion: 0.794
startpoint_type: "flop"
top_cell: "dfxtp_1"
synth_warnings: 1
worstMarginPinSlew_ns: 0.873
numPortBuffers: 9
ios: 10
hold_ws_ns: 0.454
postSynth.asyncResetShare_pct: 11.4
syn2layout_area_growth_pct: 17.9
report.final.slew_viol_count: 0
fillers: 1088
synth_area_sq_um: 1720
placed_area_sq_um: 1940
syn_inst: 181
area_leaders: "dfxtp_1 (31%), edfxtp_1 (7.0%), xnor2_1 (6.1%)"
logic_family: "simple AND/OR/NAND/NOR gates"
worstReg2RegStart: "count[6]"
aoi_share_pct: 11.6
first_pass_iters: 6
r2r_slack_ns: 1.78
outcome: "complete, no violations"
clkTransAtPathRegs_ns: 0.07
hpwl_um: 2360
grt_pass1_wl_um: 5690
syn_area_per_cell_sq_um: 9.48
cts_setup_buffers: 0
min_to: "count[22]"
edf_count: 4
n_antenna_cell: 0
ctsResizeCount: 0
setup_viol: 0
final-hold-violation-count: 0
drive_gt1_share_pct: 10.1
gr-total-overflow: 0
drc: 0
stdcell_count: 325
leakage_nw: 0.677
seq_area_sq_um: 762
cts_buffers: 5
multiInputGateArea_sq_um: 890
holdPathStages: 1
hp-start: "count[22]"
grt_pass1_vias: 1248
htree_levels: 2
end_kind: "flop"
die-area_sq_um: 14900
root_buffer: "clkbuf_8"
hold_buffers: 0
grt_max_degree: 12
synth.top_cell.area_share_pct: 31.5
rsz0062_at_grt: "no"
dr_total_vias: 1310
xor_share_pct: 10.7
cp.required_ns: 3.72
criticalPathCategory: "reg2reg"
timing.rr.end: "out[3]"
warnings: 26
via_per_inst: 4.03
fin_util_pct: 19.8
sequential cells by signal (all words and copies together) (netlist names):
register  count
out           4
state         4
count        27
layout by cell type (no fill, tap or decap), types with 2 or more instances in the layout:
master,Yosys,layout
nand2_1,5,5
ha_1,2,2
nor4b_1,2,2
and4_1,3,3
dfrtp_1,3,3
a21oi_1,2,2
inv_1,7,7
nor3_1,10,10
clkbuf_8,0,5
nand3b_1,2,2
a22o_1,2,2
and3_2,2,2
nor4_1,5,5
mux2i_1,3,3
o22ai_1,2,2
a21o_1,2,2
clkdlybuf4s50_1,0,9
nand4_1,9,9
nor2_1,11,11
edfxtp_1,4,4
xor2_1,9,9
dfxtp_1,27,27
nand3_1,12,12
xnor2_1,12,12
a22oi_1,2,2
o21ai_0,14,14
logic make-up (layout without fill, tap and decap cells):
family | after synthesis | after routing
flops | 35 | 35
buf+inv | 16 | 24
simple gates | 73 | 73
mux | 3 | 3
xor+xnor | 21 | 21
fa+ha+maj | 2 | 2
compound gates | 31 | 31
where the power goes:
part | switching, mW | leakage [nW] | internal (mW)
sequential | 0.0364 | 0.308 | 0.417
combinational | 0.0306 | 0.328 | 0.0665
clock | 0.130 | 0.0412 | 0.128
worst max path at each step:
stage,startpoint,endpoint,cells after the start,slack (ns)
6_report,count[6],out[3],3,1.78
5_1_grt,count[6],out[3],3,1.55
4_1_cts,count[6],out[3],3,1.77
cell type report:
cell class,count,area share [%]
Clock inverter,2,0.618
Sequential cell,35,37.7
Timing Repair Buffer,9,4.45
Inverter,7,1.30
Multi-Input combinational cell,130,44.0
Tap cell,136,8.41
Clock buffer,6,3.59
routing by layer:
metal / up-vias / track usage (%)
met5: - / 0
met4: 0 / 0.596
met3: 4 / 1.83
met2: 23 / 6.33
met1: 602 / 6.50
li1: 681 / -
Power is estimated from default activity; no workload was simulated.
