## flow/config.mk

```make
export PLATFORM = sky130hd
export DESIGN_NAME = Mux_4_32
export DESIGN_NICKNAME = Mux_4_32
export VERILOG_FILES = /design/flow/design.v
export SDC_FILE = /design/flow/constraint.sdc
export NUM_CORES = 4
export LEC_CHECK = 1
export CORE_AREA = 10 10 76 76
export DIE_AREA = 0 0 86 86
```

## flow/run.sh

```bash
#!/bin/bash
# OpenROAD 26Q1-2900-gdf79404cd8, Yosys 0.63+post, stock flow scripts
make -C /OpenROAD-flow-scripts/flow DESIGN_CONFIG=/design/flow/config.mk WORK_HOME=/design/flow/orfs finish
```

## flow/constraint.sdc

```tcl
current_design Mux_4_32

set clk_period 1.0
set clk_io_pct 0.2

create_clock -name clk0 -period $clk_period

set non_clock_inputs [all_inputs -no_clocks]
set_input_delay [expr $clk_period * $clk_io_pct] -clock clk0 $non_clock_inputs
set_output_delay [expr $clk_period * $clk_io_pct] -clock clk0 [all_outputs]
```

## flow/design.v

```verilog
module Mux_4_32 (
    output [31:0] mux_out,
    input [31:0] data_3, data_2, data_1, data_0,
    input [1:0] select,
    input enable
);
    reg [31:0] mux_int;
    assign mux_out = enable ? mux_int: 32'bz;
    always @(data_3 or data_2 or data_1 or data_0 or select) begin
        case(select)
            2'd0:   mux_int = data_0;
            2'd1:   mux_int = data_1;
            2'd2:   mux_int = data_2;
            2'd3:   mux_int = data_3;
        endcase
    end
endmodule
```

==> notes.md <==
Physical design

The initial core utilization stands at 0.198. The cell total in the yosys stat output stands at 39. The final sequential cell count stands at 0. The layer flagged by global routing as most heavily used is met2. The final RePlAce weighted congestion stands at 0.885. In the setup report, the worst path falls into the class in2out. Of the synthesized area, sequential elements account for 0.

The number of vias in the routed layout stands at 1175. The chip area from the yosys synthesis statistics stands at 815 um^2. The leakage power stands at ~0.0011 uW. Across the run, the number of max-cap violations was 0.

Pin placement for this block handled between 150 and 200 I/O pins. The routed wirelength normalized by instance count stands at 23.7 um. The final timing report lists a hold violation count of 0.

The number of nets still failing antenna checks after routing stands at 0. The wire length of the first global-routing pass stands at around 8800 um. According to the timing report, the critical path is launched from select[0]. Note that the worst hold path type here is in2out. The half-perimeter wire length of the detailed placement result stands at between 5000 and 6000 um. The share of the cycle needed by the critical path after routing stands at 1.34.

The transition time of the tightest slew-check pin stands at around 0.1 ns. The combined area of all synthesized cells stands at 815 um^2. The flow reported a cell area power density of about 370 nW/um^2. The Yosys step of the flow raised 2 warnings. The number of global-route vias before repair came to 1377. The initial antenna violation count was 1. The layout has 407 filler cells.

The largest fanout of any net on the critical path stands at 7. The via density per instance stands at between 4 and 5. The worst hold-check slack stands at slightly below 0.9 ns. In this run the tool buffered the top-level ports with between 150 and 200 buffer cells. The number of distinct library cells after synthesis stands at 5. The number of endpoints failing setup at the final stage stands at 32.

The met3 usage stands at 0.0763. Static timing analysis puts the maximum clock frequency at between 0.7 and 0.8 GHz. The standard-cell row count stands at 23. According to the timing report, the arrival time at the worst endpoint equals 1.14 ns. Following the worst setup path forward leads to its endpoint at mux_out[30].

The count of routing violations after the opening detailed-route iteration stands at 25. In this run the vertical extent of the chip is ~86 um. Relative to the synthesized area, the layout overhead comes to 184%. The total global routing track utilization stands at 0.159.

The final timing report lists a max-slew violation count of 0. The final routed DRC violation total stands at 0. The largest voltage drop on the vdd net stands at 184 uV. After floorplanning, the die was sized to cover ~7400 um^2. The final reports fail on setup timing.

Overall power consumption after layout is estimated at around 850 uW. The core area stands at 4120 um^2. The max-slew headroom at the worst pin stands at 0.932. The final timing report gives a worst setup slack of -0.341 ns. According to the report, the first pass of detailed routing completed in 3 iterations. The routed wire length stands at 6050 um.

By instance count after routing, the leading logic cell type is dlygate4sd2_1. The synthesized instance count stands at 39. The met1 usage in global routing stands at 0.180. The x dimension of the die stands at about 86 um.

Entering global routing, the biggest net connects 17 pins. The worst setup path is launched from an input pin. In this run, post-CTS hold repair placed 0 buffers.

Setup repair after global routing could not meet its margin everywhere. The routed design could run at a clock period as short as 1.34 ns. met2 track demand over resource after global routing is 0.284. The run finished, with violations left. By instance count after routing, the leading logic cell types are 124 x dlygate4sd2_1, 32 x mux4_2, 32 x buf_2.

The layout report lists the combined flip-flop and latch area as 0 um^2. The number of warnings reported in the stage logs is 37. The critical path data required time stands at about 0.80 ns. The average instance in the mapped netlist occupies approximately 21 um^2. The global route stage reports its total congestion overflow as 0. The layout cell share with drive strength beyond 1 stands at 0.373. In the final layout, the clock buffer count is 0. The worst setup path is captured at an output port.
-- synth_stat cells --
library cell | instances | share of area
buf_2 | 3 | 0.018
buf_12 | 3 | 0.074
mux4_1 | 2 | 0.065
mux4_2 | 30 | 0.83
buf_6 | 1 | 0.014
-- area by class of cell --
cell class	instances	area, um^2	area share
diodes	1	2.50	0.00108
repair buffers	172	1530	0.661
well taps	50	62.6	0.0270
multi-input cells	32	721	0.311
-- kinds of logic after synthesis --
kind of cell           count (synthesis)  synth area share
buffers and inverters                  7             0.106
muxes                                 32             0.894
-- per-layer routing --
metal	routed length, um	up-vias
li1	-	543
met5	0	-
met4	0	0
met2	3260	82
met3	767	0
met1	2020	550
-- critical path, stage by stage --
cell	delay [ns]
buf_12	0.12
buf_16	0.14
buf_6	0.09
mux4_2	0.46
buf_2	0.12
-- report_power, final --
group            leakage, uW  switching [uW]  internal (uW)
Sequential                 0               0              0
Clock          0.00000000634               0       0.000134
Combinational        0.00112             215            633
Total                0.00112             215            633
-- stage by stage --
step	TNS, ns	cells	worst slack [ns]	utilization	area (um^2)
floorplan	-2.75	39	-0.0916	-	823
global placement	-28.21	248	-0.902	0.601	2470
detailed placement	-28.36	248	-0.907	0.601	2470
CTS	-9.33	254	-0.349	0.562	2310
global route	-10.17	255	-0.391	0.563	2320
finish	-9.02	255	-0.341	0.563	2320
-- timing repair --
action,CTS,global route
buffers inserted,2,0
setup endpoints to repair,32,32
gates cloned,4,0
gates resized,249,0
-- how the worst min path moves through the flow --
stage	to	from	depth (start not counted)	slack, ns
CTS	mux_out[29]	data_0[29]	3	0.88
global route	mux_out[29]	data_0[29]	3	0.89
finish	mux_out[29]	data_3[29]	3	0.87
No activity file was given, so power comes from the tool's default toggle rates.
