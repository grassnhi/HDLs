==> flow/design.v <==
`timescale 1ns / 1ps
module dff(
    input D,
    input clk,
    input rst,
    output reg Q
    );
always @ (posedge clk, posedge rst)
begin
    if (rst == 1)   Q <= 1'b0;
    else            Q <= D;
end
endmodule
`timescale 1ns / 1ps
module policeSiren(
    output led_b, led_r, input clk, rst
    );
    wire [26:0] din;
    wire [26:0] clkdiv;
    dff DFF0(din[0], clk, rst, clkdiv[0]);
    genvar i;
    generate
        for(i = 1; i < 27; i = i + 1) begin : dff_gen_label
            dff DFF(din[i], clkdiv[i-1], rst, clkdiv[i]);
        end
    endgenerate
    assign din = ~clkdiv;
    assign led_b = clkdiv[26];
    assign led_r = ~clkdiv[26];
endmodule
==> flow/run.sh <==
#!/bin/bash
# OpenROAD 26Q1-2900-gdf79404cd8, Yosys 0.63+post, stock flow scripts
make -C /OpenROAD-flow-scripts/flow DESIGN_CONFIG=/design/flow/config.mk WORK_HOME=/design/flow/orfs finish
==> flow/config.mk <==
export PLATFORM = sky130hd
export DESIGN_NAME = policeSiren
export DESIGN_NICKNAME = policeSiren
export VERILOG_FILES = /design/flow/design.v
export SDC_FILE = /design/flow/constraint.sdc
export NUM_CORES = 4
export LEC_CHECK = 1
export CORE_AREA = 10 10 92 92
export DIE_AREA = 0 0 102 102
==> flow/constraint.sdc <==
current_design policeSiren

set clk_period 1.0
set clk_io_pct 0.2

create_clock -name clk0 -period $clk_period [get_ports {clk}]

set non_clock_inputs [all_inputs -no_clocks]
set_input_delay [expr $clk_period * $clk_io_pct] -clock clk0 $non_clock_inputs
set_output_delay [expr $clk_period * $clk_io_pct] -clock clk0 [all_outputs]
==> reports/results.txt <==
number of antenna violations at the first check in global routing: 1
routed wire length per instance: 5.43 um
Congestion Overflow GR: 0
Vias: 287
die width: 102 um
crit path launch: DFF0.Q
total negative slack for setup checks: 0 ns
worst hold slack after final layout: 0.353 ns
cell count listed in synth_stat.txt: 55
Data required, critical path: 0.88 ns
register clock-pin slew on the reported worst setup and hold paths: 0 ns
combinational fraction of design power: 39.3%
worst rel slew slack: 79.6%
leakage component of the power: 0.410 nW
total global routing track utilization: 1.65%
total number of placement rows: 29
pin count of the biggest net entering global routing: 27
cell-internal power: 0.0463 mW
top cells by area, synth: sky130_fd_sc_hd__dfrtp_1 (87%), sky130_fd_sc_hd__inv_1 (13%)
number of warning messages in the logs: 28
kind of capture point of the worst setup path: flip-flop
vias in the first global route: 312
number of max-cap violations: 0
Crit path arrival time: 0.36 ns
DRC Markers: 0
number of library cell types mapped by synthesis: 2
quantity of I/O buffers inserted on ports: 3
Gate Area: 0 um^2
proportion of power drawn by the clock network: 0%
final slew viol count: 0
global routing met2 resource utilization: 1.78%
met1 usage in global routing: 2.84%
layout overhead on the synthesized area: 17.1%
worst clock skew: 0 ns
number of logic gates: 0
setup slack on the worst flop-to-flop path: 0.53 ns
critical path class: flip-flop to flip-flop
router iterations before antenna repair: 4
top cell type by total area after synthesis: sky130_fd_sc_hd__dfrtp_1
count of unclocked register or latch pins: 26
DP Area: 915 um^2
number of unconstrained endpoints: 28
number of inserted diodes: 0
relative contribution of sequential cells to total power: 60.7%
setup repair bufs after CTS: 0
classification of the worst-slack hold path: primary input to async pin
Sw Ratio: 29.8%
GR Layer Usage met3: 0.818%
cell count after placement: 136
I/O pin count: 4
sort of element at the start of the critical path: flip-flop
depth of the worst register-to-register path: 1
Iter 0 DRT Violations: 1
highest net fanout along the worst path: 2
fraction of post-synthesis cell area in the top cell type by area: 86.5%
sw power: 0.0197 mW
clk latency late pin: 0 ns
yosys synthesis warning count: 1
register area: 676 um^2
final hold violation count: 0
post-cts sizing count: 0
kind of cell adding the most delay to the critical path: flip-flops
drt total wl: 738 um
fp_density: 12.1%
sum of net half-perimeters after detailed placement: 618 um
share of final-layout standard cells stronger than drive strength 1: 1.69%
synthesized instance count: 55
status: finished clean
number of synthesized register bits: 27
floorplan die area: 10400 um^2
overall die height: 102 um
peak ir drop on the vdd network: 0.0000883 V
Final Cell Area: 915 um^2
launch instance of the worst register-to-register path: DFF0.Q
global placement routability congestion: 0.704
final critical delay including setup and external delays: 0.470 ns
Finish-stage setup viols: 0
utilization after layout: 14.2%
peak clock frequency supported by timing: 2130 MHz
transition time at the pin with the least slew margin: 0.306 ns
Critical path buffers and inverters: 1
setup repair after global routing missed its margin: no
global-route wire length before repair: 1.45 mm
number of vias per cell after detailed routing: 2.11
master of the slowest instance on the critical path: sky130_fd_sc_hd__dfrtp_1
sequence of cells on the critical path: inv_1
post-synthesis sequential area ratio: 86.5%
placeable core region: 6460 um^2
yosys-reported design area after synthesis: 781 um^2
worst reg2reg endpoint: DFF0.Q
PwrDens: 72.2 nW/um^2
hold-fix buffer count after cts: 0
cell area after synthesis: 781 um^2
Mapped Avg Cell Area: 14.2 um^2
CP peak stage delay: 0.32 ns
count of placed standard cells in the final layout, fillers left out: 136
Tcrit/Tclk final: 47.0%
final antenna-violating net count: 0
Fillers: 713
most used routing layer in global routing: met1
[worst max-delay path by stage]
| stage | to | cells after the start |
|---|---|---|
| 4_1_cts | DFF0.Q | 1 |
| 6_report | DFF0.Q | 1 |
| 5_1_grt | DFF0.Q | 1 |
[cells by family (layout without fill, tap and decap cells)]
| group | after synthesis | after routing | synth area share [%] |
|---|---|---|---|
| flops | 27 | 27 | 86.5 |
| buf+inv | 28 | 32 | 13.5 |
[power groups by stage]
stage / Combinational (mW) / Sequential (mW) / Clock, mW
after global routing: 0.0303 / 0.0401 / 0
final: 0.0259 / 0.0401 / 0
after CTS: 0.0276 / 0.0401 / 0
[state kept, by name, indices dropped and copies added (netlist names)]
register	count
dff_gen_label.DFF.Q	26
DFF0.Q	1
[final cells by class]
cell class | count | area share (%)
inverter | 28 | 11.5
sequential | 27 | 73.9
tap | 77 | 10.5
timing repair buffer | 4 | 4.10
[per-stage QoR]
step / total power [mW] / setup WS, ns
final: 0.0660 / 0.530
after global routing: 0.0704 / 0.488
after CTS: 0.0677 / 0.525
after detailed placement: 0.0678 / 0.526
after global placement: 0.0675 / 0.528
after floorplan: 0.0563 / 0.251
[Yosys cell counts]
| master | number |
|---|---|
| sky130_fd_sc_hd__dfrtp_1 | 27 |
| sky130_fd_sc_hd__inv_1 | 28 |
[placed cells by master (no fill, tap or decap)]
cell type / count
sky130_fd_sc_hd__inv_1: 28
sky130_fd_sc_hd__dfrtp_1: 27
sky130_fd_sc_hd__buf_4: 1
sky130_fd_sc_hd__clkdlybuf4s50_1: 3
[routing by layer]
| layer | part of all wire, % | vias to the layer above |
|---|---|---|
| met5 | 1.8 | - |
| met4 | 0 | 2 |
| met3 | 14 | 2 |
| met2 | 28 | 4 |
| met1 | 56 | 133 |
| li1 | - | 146 |
Power is estimated from default activity; no workload was simulated.
